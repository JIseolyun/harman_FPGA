File: design/flow/run.sh
#!/bin/bash
# OpenROAD 26Q1-2900-gdf79404cd8, Yosys 0.63+post, stock flow scripts
make -C /OpenROAD-flow-scripts/flow DESIGN_CONFIG=/design/flow/config.mk WORK_HOME=/design/flow/orfs finish
File: design/flow/constraint.sdc
current_design ram_ip

set clk_period 34.2
set clk_io_pct 0.2

create_clock -name clk0 -period $clk_period [get_ports {clk}]

set non_clock_inputs [all_inputs -no_clocks]
set_input_delay [expr $clk_period * $clk_io_pct] -clock clk0 $non_clock_inputs
set_output_delay [expr $clk_period * $clk_io_pct] -clock clk0 [all_outputs]
File: design/flow/design.v
`timescale 1ns / 1ps
module ram_ip #(
    parameter ADDR_WIDTH = 10,
    DATA_WIDTH = 8
) (
    input clk,
    input [ADDR_WIDTH-1:0] waddr,
    input [DATA_WIDTH-1:0] wdata,
    input wr,
    output [DATA_WIDTH-1:0] rdata
);
    reg [DATA_WIDTH-1:0] ram[0:2**ADDR_WIDTH-1];   
    always @(posedge clk) begin
        if (wr) begin
            ram[waddr] <= wdata;
        end
    end
    assign rdata = ram[waddr];
endmodule
File: design/flow/config.mk
export PLATFORM = sky130hd
export DESIGN_NAME = ram_ip
export DESIGN_NICKNAME = ram_ip
export VERILOG_FILES = /design/flow/design.v
export SDC_FILE = /design/flow/constraint.sdc
export NUM_CORES = 4
export LEC_CHECK = 1
export CORE_UTILIZATION = 40
export SYNTH_MEMORY_MAX_BITS = 65536
==> run notes <==
The flow completed. Critical path's largest stage delay landed at 710 ps. Note, the detailed placer reported a final HPWL of 551,000 µm. Yosys stat chip area landed at 316,000 µm². According to the hold report, the worst path is of the input port to flop type. The report counts max-capacitance violations totalling 0. The number of hold buffers added after CTS was 0. Cell count after synthesis landed at 16,700.

TritonCTS built the clock tree. Static leakage landed at 116 nW. At the worst endpoint, the required time is 27,360 ps.

After synthesis, the largest area contributor takes up 77.8% of total cell area. Clock-pin transition on the worst setup and hold timing paths landed at 60 ps. Flip-flop and latch count after synthesis landed at 8,192. The warning tally printed by Yosys for this design is 1. Pin placement for this block handled 28 I/O pins. After filler insertion, the fill cell instance count of the layout stands at 65,000. The worst path needs 22,680 ps of the cycle, external delays included. Count of pins over their slew limit landed at 0. Hold analysis shows the worst path with a depth of 1.

In this run the tool buffered the top-level ports with 27 buffer cells. Of the cells placed in the final design, the portion with a size suffix greater than 1 is 15.6%. Looking at the setup timing report, the critical path kind is input port to output pin. Worst-path maximum fanout landed at 63. In this run the mean area of a mapped cell was 19.0 µm².

Initial antenna violation count landed at 66. Final RePlAce weighted congestion landed at 0.898. Largest net degree at the start of global routing landed at 125. Post-synth the commonest register cell is sky130_fd_sc_hd__edfxtp_1. The largest registers in the layout are ram x8192.

The worst setup path is launched from an input port. The kind of cell with the highest combined delay along the critical path is buffers and inverters. The share of the core area taken by cells at floorplan is 40.1%. Row count landed at 326. The register with the most flip-flops in the final layout is ram. By instance count, the cell type seen most on the critical path is sky130_fd_sc_hd__buf_4.

The first global-routing pass estimated 1,260,000 µm of wire. The synthesized netlist occupies a cell area of 316,000 µm². Async set or reset register ratio after synthesis landed at 0%. After synthesis, the design contains 16,700 cells according to Yosys. Across all layers, the routed design uses 162,000 vias.

The via count of the first global-routing pass came to 170,000. After detailed routing, the number of vias per cell comes to 5.67. H-tree depth landed at 6.

Count of different cell masters after synthesis landed at 58. Measured along the y axis, the die boundary spans 891 µm. The finished cells cover 357,000 µm².

Worst voltage drop across the vdd grid landed at 0.0000657 V. The area growth from synthesis to layout is 13.0%. Counting only logic cells after layout, the most numerous master is sky130_fd_sc_hd__edfxtp_1. DRC violations left landed at 0. The iteration count recorded for the first detailed-route pass is 5. Number of flops mapped to enable cells by yosys landed at 8,192.

Wire length after detailed routing landed at 897,000 µm. The OpenROAD report gives the critical path a data arrival time of 15,840 ps. Final hold violation count landed at 0. In this run the remaining antenna-violating nets after routing total 0. Traced cell by cell, the critical path runs through buf_16 -> buf_4 -> buf_4 -> buf_4 -> buf_4 -> buf_4 -> buf_4 -> buf_4 -> mux2i_1 -> o22ai_1 -> nor4_1 -> o2111ai_1 -> nor3_1 -> a31oi_1 -> buf_4 -> a31oi_1 -> nand4_1 -> clkdlybuf4s50_1. Summed over all layers, the global routing overflow is 0.

The worst setup path is captured at an output pin. According to the floorplan report, the die width is 891 µm. The most common logic cells in the final layout are sky130_fd_sc_hd__edfxtp_1, sky130_fd_sc_hd__mux2i_1, sky130_fd_sc_hd__nor2_1, sky130_fd_sc_hd__o22ai_1, sky130_fd_sc_hd__buf_4. The synthesis report lists the most area-consuming cells as sky130_fd_sc_hd__edfxtp_1, sky130_fd_sc_hd__mux2i_1, sky130_fd_sc_hd__mux4_2. Setup repair after global routing left no endpoint under its margin.

Maximum clock frequency landed at 44.1 MHz. The tool warning count for the run is 47. The pin closest to its max-slew limit shows a slew of 1300 ps. Once the clock tree was built, the setup fixing pass inserted 0 buffers. Total power normalized to cell area comes to 57.4 nW/µm².

Summed over all failing endpoints, the final setup total negative slack is 0 ps. Total die area landed at 794,000 µm². Clock tree synthesis inserted a total of 796 buffers. The biggest area contributor in the post-synthesis netlist is sky130_fd_sc_hd__edfxtp_1. Number of design-rule violations left by the first detailed-router iteration landed at 10,900. The final timing summary puts the cycle share of the worst path at 66.3%. Number of sinks handled by clock tree synthesis landed at 8,192.

Overall routing resource usage recorded by global route was 24.5%. Per the hold report, the tightest min-delay path originates at wdata[6]. Area of placed instances landed at 332,000 µm². Headroom to the max-slew limit landed at 13.0%. The timing report notes that buffer and inverter cells on the critical path total 10.

In this run the clock root is driven by a sky130_fd_sc_hd__clkbuf_16. The flow ran to the end, and the final reports show no timing, DRC or antenna violations. Portion of the post-synthesis area used by sequential elements landed at 77.8%.

Post-cts repair resize count landed at 0. The register with the most flip-flops in the layout has 8,192 of them. Number of failing setup endpoints in the final timing report landed at 0. Maximum count of clock buffers along a single path landed at 4.

The slowest stage of the critical path is the sky130_fd_sc_hd__buf_4 cell. The worst hold path terminates at ram[789][6]. Dividing the detail-routed wire length by the instance count gives 31.5 µm. Area inside the core boundary landed at 788,000 µm².
==> how the worst max path moves through the flow <==
stage / startpoint / end / slack, ps / cells after the start
4_1_cts: waddr[1] / rdata[6] / 11260 / 18
6_report: waddr[1] / rdata[2] / 11520 / 18
5_1_grt: waddr[1] / rdata[2] / 11230 / 18
==> cells in the mapped netlist (6+ instances only) <==
master,instances
sky130_fd_sc_hd__a22oi_1,145
sky130_fd_sc_hd__a2bb2oi_1,6
sky130_fd_sc_hd__buf_1,49
sky130_fd_sc_hd__a211o_1,13
sky130_fd_sc_hd__nor2b_1,7
sky130_fd_sc_hd__buf_2,444
sky130_fd_sc_hd__o21ai_0,127
sky130_fd_sc_hd__or4_1,30
sky130_fd_sc_hd__nor3b_1,7
sky130_fd_sc_hd__a21oi_1,75
sky130_fd_sc_hd__o211ai_1,67
sky130_fd_sc_hd__mux2i_1,2684
sky130_fd_sc_hd__a2111oi_0,13
sky130_fd_sc_hd__mux2_2,15
sky130_fd_sc_hd__nand2_1,231
sky130_fd_sc_hd__o22a_1,12
sky130_fd_sc_hd__mux4_2,748
sky130_fd_sc_hd__edfxtp_1,8192
sky130_fd_sc_hd__o2111ai_1,106
sky130_fd_sc_hd__clkbuf_1,459
sky130_fd_sc_hd__nor2_1,1384
sky130_fd_sc_hd__buf_4,124
sky130_fd_sc_hd__a211oi_1,51
sky130_fd_sc_hd__o31ai_1,19
sky130_fd_sc_hd__a22o_1,28
sky130_fd_sc_hd__o22ai_1,1098
sky130_fd_sc_hd__nand3_1,23
sky130_fd_sc_hd__nor4_1,195
sky130_fd_sc_hd__a31oi_1,34
sky130_fd_sc_hd__nor3_1,174
sky130_fd_sc_hd__nand4_1,15
sky130_fd_sc_hd__a311oi_1,10
sky130_fd_sc_hd__nand2b_1,15
==> routing by layer <==
layer | track usage [%] | share of wire, %
met2 | 34.2 | 45
met5 | 2.69 | 0.30
met3 | 20.2 | 19
met4 | 8.02 | 3.9
met1 | 28.8 | 32
==> power breakdown <==
group | switching, W | internal, W | leakage (nW) | total [W]
Clock | 0.00378 | 0.00473 | 12.3 | 0.00851
Sequential | 0.00000133 | 0.0110 | 73.6 | 0.0111
Combinational | 0.000655 | 0.000275 | 30.4 | 0.000931
==> layout make-up <==
type | count | area (µm²) | area share, %
Sequential cell | 8192 | 246000 | 68.9
Multi-Input combinational cell | 7381 | 65600 | 18.4
Clock buffer | 1007 | 20800 | 5.83
Tap cell | 10500 | 13100 | 3.68
Timing Repair Buffer | 855 | 6800 | 1.90
Clock inverter | 469 | 4440 | 1.24
Antenna cell | 113 | 283 | 0.0792
Inverter | 3 | 21.3 | 0.00596
==> cell families after synthesis <==
logic type             Yosys count  share of synthesized area (%)
AOI/OAI and AO/OA             1817                           3.79
buffers and inverters         1083                           1.62
DFF                           8192                           77.8
muxes                         3447                           13.9
and+or+nand+nor               2117                           2.87
==> metrics by stage <==
stage          total power, W  hold slack, ps  worst slack [ps]  instances  utilization [%]
2_1_floorplan          0.0117            6940             18070      16700                -
3_3_place_gp           0.0122            7330             11250      26900             42.1
3_5_place_dp           0.0122            7330             11270      26900             42.1
4_1_cts                0.0206            6030             11260      28400             45.3
5_1_grt                0.0210            6080             11230      28400             45.3
6_report               0.0205            6100             11520      28500             45.3
Power figures rest on the tool's default switching activity, not on a simulated workload.
